--- design.v ---
`timescale 1ns / 1ps
module instruction_memory (address, instruction);
    input wire [31:0] address;
    output reg [31:0] instruction;
    reg [31:0] mem [0:1023]; 
    integer i;
    initial begin
        for (i=0; i<1024 ; i=i+1) begin
            mem[i] = 32'h00000000;
        end
        mem[0] = 32'b00000000000000000010000010000011;  
        mem[1] = 32'b00000000000100000010000100000011;  
        mem[2] = 32'b00000000001000000010000110000011;  
        mem[3] = 32'b00000000001100000010001000000011;  
        mem[4] = 32'b00000000010000000010001010000011;  
        mem[5] = 32'b00000000010100000010001100000011;  
        mem[6] = 32'b00000010001000001000000010110011;  
        mem[7] = 32'b00000010010000011000000110110011;  
        mem[8] = 32'b00000000001100001000000010110011;  
        mem[9] = 32'b01000000010100001010000010110011;  
        mem[10] = 32'b00000010011000001100000010110011;  
        mem[11] = 32'b00000000000100000010010110100011;  
    end
    always @* begin
        instruction = mem[address/4];
    end
endmodule
--- run.sh ---
#!/bin/bash
# OpenROAD 26Q1-2900-gdf79404cd8, Yosys 0.63+post, stock flow scripts
make -C /OpenROAD-flow-scripts/flow DESIGN_CONFIG=/design/flow/config.mk WORK_HOME=/design/flow/orfs finish
--- config.mk ---
export PLATFORM = sky130hd
export DESIGN_NAME = instruction_memory
export DESIGN_NICKNAME = instruction_memory
export VERILOG_FILES = /design/flow/design.v
export SDC_FILE = /design/flow/constraint.sdc
export NUM_CORES = 4
export LEC_CHECK = 1
export CORE_AREA = 10 10 70 70
export DIE_AREA = 0 0 80 80
export SYNTH_MEMORY_MAX_BITS = 65536
--- constraint.sdc ---
current_design instruction_memory

set clk_period 3.6
set clk_io_pct 0.2

create_clock -name clk0 -period $clk_period

set non_clock_inputs [all_inputs -no_clocks]
set_input_delay [expr $clk_period * $clk_io_pct] -clock clk0 $non_clock_inputs
set_output_delay [expr $clk_period * $clk_io_pct] -clock clk0 [all_outputs]
==> impl_metrics.csv <==
group,metric,value,unit
status,status,"finished clean",
yosys,ys.warnings.count,1,
critical_path,critical_path_arrival,2.45,ns
clocking,cts_hold_buffers,0,
die,die_w,80,um
hold_path,hold_path_startpoint,"address[4]",
timing,fmax,316,MHz
global_route,track_usage,4.23,%
pwr,irDropWorstVdd,0.0106,mV
pwr,p_per_area,58.4,nW/um^2
routing,route.detailed.vias_per_inst,3.48,
yosys,ys_sh_xor,0,%
yosys,post_synth_inst_count,70,
die,core,3420,um^2
placed_design,place_congestion,0.757,
yosys,largest_cells_by_area_after_synthesis,"sky130_fd_sc_hd__buf_4 (26%), sky130_fd_sc_hd__ha_1 (18%), sky130_fd_sc_hd__nor2_1 (6.9%), sky130_fd_sc_hd__buf_6 (4.6%), sky130_fd_sc_hd__a21oi_1 (4.1%)",
timing,rsz0062_at_grt,"false",
critical_path,cp_data_required_time,2.88,ns
yosys,yosysSeqAreaShare,0,%
yosys,synth_cell_types,26,
routing,detail_route.drc_violations,0,
run,timing.max_cap.violations,0,
routing,dr_total_vias,494,
hold_path,worstHoldPathCells,3,
timing,setup-violations-final,0,
yosys,top_cell_area_share,26.0,%
timing,timing_max_transition_violations_final,0,
pwr,combPwrFrac,100.0,%
run,log.warning_count,60,
placed_design,placed_area,754,um^2
yosys,synth_simple_gate_area_share,22.1,%
finish,n_sequential_cell,0,
timing,min_period,3.17,ns
global_route,initial_antenna_violation_count,0,
routing,drt_iter0_markers,10,
routing,antenna_cells_inserted,0,
die,row_count,21,
finish,drive_gt1_share,11.5,%
yosys,synth_area,492,um^2
pwr,sw_ratio,45.6,%
pwr,seqPwrFrac,0,%
hold_path,hold_path_end,"instruction[1]",
yosys,ys_top_logic_family,"buffers and inverters",
critical_path,critical_path_capture_point_type,"output port",
yosys,synthAoiAreaFrac,19.6,%
global_route,global_route_wire_length_before_repair,2280,um
clocking,cts_resized,0,
global_route,gr-total-overflow,0,
finish,nClkBuffers,0,
yosys,synth.avg_cell_area,7.02,um^2
global_route,grt_pass1_vias,475,
yosys,synth_adder_area_share,17.8,%
pwr,total_leakage_power,0.301,nW
pwr,clock_power_share,0,%
finish,finish.instance_area,754,um^2
finish,area.growth.synth_to_final,53.4,%
pwr,total_switching_power,0.0000201,W
routing,drtAntennaViolNets,0,
timing,total_negative_setup_slacks,0,ns
timing,layout_worst_path_cycle_share,88.0,%
finish,area.sequential,0,um^2
yosys,synth.mux.area_fraction,4.07,%
hold_path,worst_hold_path_type,"in2out",
pwr,totalPowerFinal,0.0000441,W
critical_path,startpoint_type,"primary input",
pwr,p_int,0.0000240,W
yosys,number_of_standard_cells_reported_by_yosys,70,
routing,routed_wl,1510,um
clocking,postCtsSetupRepairBufs,0,
global_route,maximum_number_of_pins_on_one_net_before_global_route_repair,16,
die,initCoreUtil,14.4,%
critical_path,crit_type,"in2out",
yosys,yosys-stat-area,492,um^2
yosys,synth.largest_area_cell,"sky130_fd_sc_hd__buf_4",
placed_design,io_buffers,27,
die,die_height,80,um
yosys,synth.top_cells.by_count,"sky130_fd_sc_hd__buf_4 (17), sky130_fd_sc_hd__nor2_1 (9), sky130_fd_sc_hd__ha_1 (7), sky130_fd_sc_hd__a21oi_1 (4), sky130_fd_sc_hd__o21ai_0 (4)",
critical_path,cp_max_fo,7,
routing,detail_route.first_pass.iterations,2,
timing,report.final.hold_viol_count,0,
placed_design,dp.final_hpwl,1310,um
routing,routedWlPerCell,10.6,um
die,chipArea,6400,um^2
die,num_io_pins,64,
yosys,synthMostInstantiatedCell,"sky130_fd_sc_hd__buf_4",
[metal layers]
metal  global-route usage (%)  share of wire (%)
met5                        0                  0
met4                        0                  0
met3                     1.70                 12
met2                     6.26                 41
met1                     5.93                 47
[worst max-delay path by stage]
stage                 startpoint              end  slack, ns  cells past startpoint
after CTS             address[4]   instruction[7]       0.38                      5
after global routing  address[5]  instruction[21]       0.28                      5
final                 address[4]   instruction[7]       0.43                      5
[metrics by stage]
step	hold WS, ns	setup WS, ns	std cells	util (%)
after CTS	2.63	0.375	142	22.1
after global placement	2.63	0.367	142	22.1
final	2.61	0.431	142	22.1
after floorplan	1.52	1.41	84	-
after global routing	2.66	0.284	142	22.1
after detailed placement	2.62	0.385	142	22.1
[layout by cell type, fill, tap and decap left out, types with 2 or more instances in the layout]
cell type                         Yosys  layout
sky130_fd_sc_hd__nor4_1               2       2
sky130_fd_sc_hd__inv_1                3       3
sky130_fd_sc_hd__ha_1                 7       7
sky130_fd_sc_hd__conb_1               1      15
sky130_fd_sc_hd__mux2i_1              2       2
sky130_fd_sc_hd__clkdlybuf4s50_1      0      27
sky130_fd_sc_hd__nand2_1              3       3
sky130_fd_sc_hd__buf_4               17       5
sky130_fd_sc_hd__o21ai_0              4       4
sky130_fd_sc_hd__a21oi_1              4       4
sky130_fd_sc_hd__nor2_1               9       9
sky130_fd_sc_hd__a21oi_2              2       2
[kinds of logic after synthesis]
family | Yosys count
buf+inv | 24
simple gates | 21
compound gates | 15
mux | 2
fa+ha+maj | 7
other cells | 1
[cell type report]
| cell class | count | area (um^2) |
|---|---|---|
| Fill cell | 393 | 2660 |
| Inverter | 4 | 20.0 |
| Multi-Input combinational cell | 60 | 369 |
| Tap cell | 46 | 57.6 |
| Timing Repair Buffer | 32 | 308 |
[critical path, cell delays in order]
cell and delay (ns):
sky130_fd_sc_hd__clkdlybuf4s50_1 0.66, sky130_fd_sc_hd__inv_6 0.07, sky130_fd_sc_hd__or3_1 0.35, sky130_fd_sc_hd__a21oi_1 0.15, sky130_fd_sc_hd__clkdlybuf4s50_1 0.49
[power by group through the flow]
stage | logic, W | clock network (W) | registers (W)
after CTS | 0.0000452 | 0 | 0
after global routing | 0.0000502 | 0 | 0
final | 0.0000441 | 0 | 0
Power and IR drop assume default switching activity.
